==> ./design.v <==
module field_header(field_id, field_type, out_port);
    input logic [28:0] field_id;
    input logic [4:0] field_type;
    output logic [39:0] out_port;
    wire [79:0] ser_out;
    wire [63:0] extended_field_id;
    assign extended_field_id[63:29] = 'd0;
    assign extended_field_id[28:0] = field_id;
    varint_ser ser1(
        .in_port(extended_field_id),
        .out_port(ser_out)
    );
    always_comb
    begin
        out_port[39:3] = ser_out[36:0];
        case (field_type)
            5'd3, 5'd4, 5'd5, 5'd13, 5'd14, 5'd17, 5'd18 : out_port[2:0] = 3'd0;  
            5'd1, 5'd6, 5'd16 : out_port[2:0] = 3'd1;  
            5'd9, 5'd11, 5'd12 : out_port[2:0] = 3'd2;  
            5'd2, 5'd7, 5'd15 : out_port[2:0] = 3'd5;  
            default: out_port[2:0] = 3'd7;  
        endcase
    end
endmodule  
module varint_ser(in_port, out_port);
output logic [(10*8)-1 : 0] out_port;
input logic [(8*8)-1 : 0] in_port;
logic [8:0] packet_valid;
assign out_port[79:73] = 7'b0;
assign out_port[72] = in_port[63];
assign packet_valid[8] = in_port[63];
assign packet_valid[0] = |in_port[13:7];
assign packet_valid[1] = |in_port[(7 + 13):(7 + 7)];
assign packet_valid[2] = |in_port[(14 + 13):(14 + 7)];
assign packet_valid[3] = |in_port[(21 + 13):(21 + 7)];
assign packet_valid[4] = |in_port[(28 + 13):(28 + 7)];
assign packet_valid[5] = |in_port[(35 + 13):(35 + 7)];
assign packet_valid[6] = |in_port[(42 + 13):(42 + 7)];
assign packet_valid[7] = |in_port[(49 + 13):(49 + 7)];
always_comb
begin	
	out_port[7] = |packet_valid[8:0];
	out_port[15] = |packet_valid[8:1];
	out_port[23] = |packet_valid[8:2];
	out_port[31] = |packet_valid[8:3];
	out_port[39] = |packet_valid[8:4];
	out_port[47] = |packet_valid[8:5];
	out_port[55] = |packet_valid[8:6];
	out_port[63] = |packet_valid[8:7];
	out_port[71] = |packet_valid[8:8];
	out_port[6:0] = in_port[6:0];
	out_port[14:8] = in_port[13:7];
	out_port[22:16] = in_port[20:14];
	out_port[30:24] = in_port[27:21];
	out_port[38:32] = in_port[34:28];
	out_port[46:40] = in_port[41:35];
	out_port[54:48] = in_port[48:42];
	out_port[62:56] = in_port[55:49];
	out_port[70:64] = in_port[62:56];
end
endmodule  
==> ./run.sh <==
#!/bin/bash
# OpenROAD 26Q1-2900-gdf79404cd8, Yosys 0.63+post, stock flow scripts
make -C /OpenROAD-flow-scripts/flow DESIGN_CONFIG=/design/flow/config.mk WORK_HOME=/design/flow/orfs finish
==> ./config.mk <==
export PLATFORM = sky130hd
export DESIGN_NAME = field_header
export DESIGN_NICKNAME = field_header
export VERILOG_FILES = /design/flow/design.v
export SDC_FILE = /design/flow/constraint.sdc
export NUM_CORES = 4
export LEC_CHECK = 1
export CORE_AREA = 10 10 70 70
export DIE_AREA = 0 0 80 80
==> ./constraint.sdc <==
current_design field_header

set clk_period 2.7
set clk_io_pct 0.2

create_clock -name clk0 -period $clk_period

set non_clock_inputs [all_inputs -no_clocks]
set_input_delay [expr $clk_period * $clk_io_pct] -clock clk0 $non_clock_inputs
set_output_delay [expr $clk_period * $clk_io_pct] -clock clk0 [all_outputs]
==> flow_summary.json <==
{
  "yosysUniqueCellTypes": 21,
  "grt_max_degree": 9,
  "initial_core_util_pct": 13.8,
  "yosysCellCount": 67,
  "grt_busiest_layer": "met2",
  "warning_count": 34,
  "postCtsSetupRepairBufs": 0,
  "power.density_nw_per_um2": 120,
  "dp_hpwl_mm": 1.54,
  "whs_ns": 1.08,
  "grt_setup_unrepaired": "no",
  "vias": 479,
  "synth.top_cell.area_share_pct": 54.1,
  "fin_crit_ns": 2.62,
  "yosys-stat-area_sq_um": 472,
  "p_leak_uw": 0.000322,
  "antenna_cells": 0,
  "topCellsByArea": "buf_4, ha_1, a21oi_1, nand2b_1, inv_1",
  "dieHeight_um": 80,
  "gr-total-overflow": 0,
  "antenna_found_initial": 0,
  "setup_slack_ns": 0.0780,
  "boundaryPins": 74,
  "preCtsSetupSlack_ns": -0.0788,
  "wire_per_inst_um": 11.8,
  "core_area_sq_um": 3420,
  "drt_pass1_iterations": 1,
  "vdd_drop_max_mv": 0.0320,
  "ff_count": 0,
  "status": "finished clean",
  "dieArea_sq_um": 6400,
  "yosys_warnings": 2,
  "portBuffers": 56,
  "yosys-top-cells-count": "buf_4, a21oi_1, inv_1",
  "crit_fanout": 3,
  "rows": 21,
  "synth_area_leader_cell": "buf_4",
  "finalPower_uw": 105,
  "clock_buffers": 0,
  "met2_usage_pct": 8.35,
  "grtUsageMet3_pct": 1.36,
  "placed_cells": 139,
  "hold_viol_final": 0,
  "fp.dieW_um": 80,
  "fin_tns_setup_ns": 0,
  "drc": 0,
  "hold_class": "in -> out",
  "maxCapViolCount": 0,
  "drive_above_1_share_pct": 6.45,
  "synthCells": 67,
  "viasPerCell": 3.45,
  "postRouteAntennaNets": 0,
  "drt_iter0_markers": 0,
  "wl_mm": 1.64,
  "grt_pass1_vias": 493,
  "cp-start-kind": "input pin",
  "grt_pass1_wl_mm": 2.37,
  "place_congestion": 0.783,
  "fin_cells": 139,
  "endpoint_kind": "primary output",
  "syn_to_final_growth_pct": 84.9,
  "syn_avg_cell_area_sq_um": 7.04,
  "grt_use_total_pct": 4.34,
  "post-route-period-util_pct": 97.1,
  "setup_viol": 0,
  "drv_slew": 0,
  "synth-seq-area-share_pct": 0,
  "syn_area_sq_um": 472,
  "grt_use_met1_pct": 4.68,
  "seqCellArea_sq_um": 0,
  "fmax_mhz": 381,
  "cp.required_ns": 2.16,
  "path_class": "in -> out",
  "synth.most_common_cell": "buf_4",
  "fillers": 379,
  "arrival_ns": 2.08
}
-- layout make-up --
| cell class | count | area (sq um) | area share [%] |
|---|---|---|---|
| timing repair buffer | 57 | 566 | 64.8 |
| multi-input combinational | 32 | 234 | 26.8 |
| tap | 46 | 57.6 | 6.60 |
| inverter | 4 | 15.0 | 1.72 |
-- cell usage in the layout, fill, tap and decap left out, drive strengths merged, types with 2 or more instances in the layout --
master and instances:
a21oi 4, clkdlybuf4s50 51, conb 4, dlygate4sd2 4
ha 3, inv 4, nand2b 3, nor2 3
nor4 2, o21ai 2, or4 3
-- per-stage QoR --
step | util [%] | area (sq um)
finish | 25.5 | 872
global placement | 25.0 | 853
CTS | 25.2 | 861
global route | 25.5 | 872
floorplan | - | 483
detailed placement | 25.0 | 853
-- metal layers --
layer,wire length (um),part of all wire (%)
met5,0,0
met4,0,0
met1,571,35
met3,208,13
met2,858,52
-- cells by family (layout without fill, tap and decap cells) --
logic type / Yosys count / count (layout) / synth area share, %
AND-OR/OR-AND: 9 / 9 / 11.7
adder cells (fa/ha/maj): 3 / 3 / 7.96
buffers and inverters: 38 / 61 / 57.3
other: 1 / 4 / 0.795
AND/OR/NAND/NOR: 16 / 16 / 22.3
-- final timing paths --
kind	startpoint	endpoint	cells past startpoint
worst max-delay path	field_id[23]	out_port[26]	5
worst min-delay path	field_id[1]	out_port[4]	0
-- repair_timing --
item	CTS	global route
gates resized	6	3
pin swaps	3	0
setup endpoints to repair	3	2
hold buffers	0	0
-- critical path: stages --
cell and delay (ns):
clkdlybuf4s50_1 0.42, or4_4 0.55, nor2_4 0.13, inv_1 0.04, clkdlybuf4s50_1 0.41
-- where the power goes --
group	leakage, uW	switching, uW	internal, uW
registers	0	0	0
clock network	0	0	0
logic	0.000322	26.9	77.8
No activity file was given, so power comes from the tool's default toggle rates.
